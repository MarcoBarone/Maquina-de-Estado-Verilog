## design/flow/design.v

```verilog
module display(entrada,saida);
	input[3:0]entrada;
	output reg[6:0]saida;
	always@(*)
	begin
		case(entrada)   
			4'b0000: saida=~7'b1111110;
			4'b0001: saida=~7'b0110000;
			4'b0010: saida=~7'b1101101;
			4'b0011: saida=~7'b1111001;
			4'b0100: saida=~7'b0110011;
			4'b0101: saida=~7'b1011011;
			4'b0110: saida=~7'b1011111;
			4'b0111: saida=~7'b1110000;
			4'b1000: saida=~7'b1111111;
			4'b1001: saida=~7'b1110011;
			default: saida=~7'b0000000;
		endcase
	end
endmodule
module estado(clk50mhz,up,down,reset,sDisplay);
	input up, down, clk50mhz, reset;
	output reg[6:0]sDisplay;
	reg[4:0]saida;
	reg[3:0]saida2;
	reg[4:0]entrada;
	parameter s0 = 5'b00000;
	temporizador T1(clk50mhz,clk1hz);
	interpretador I1(saida,saida2);
	display D1(saida2,sDisplay);
	always@(posedge clk1hz)
		begin
			if(reset)
				entrada <= s0;
			else	
				entrada <= saida;
		end
	always@(entrada,up,down)
	begin
		case({entrada, up, down})
			7'b0000000:	saida=	5'b00000;
			7'b0000001:	saida=   5'b01000;
			7'b0000010:	saida=	5'b00001;
			7'b0000011:	saida=	5'b01001;
			7'b0000100:	saida=	5'b00001;
			7'b0000101:	saida=	5'b00000;
			7'b0000110:	saida=	5'b00010;
			7'b0000111:	saida=	5'b01010;
			7'b0001000:	saida=	5'b00010;
			7'b0001001:	saida=	5'b00001;
			7'b0001010:	saida=   5'b00011;
			7'b0001011:	saida=	5'b01011;
			7'b0001100:	saida=	5'b00011;
			7'b0001101:	saida=	5'b00010;
			7'b0001110:	saida=	5'b00100;
			7'b0001111:	saida=	5'b01100;
			7'b0010000:	saida=	5'b00100;
			7'b0010001:	saida=	5'b00011;
			7'b0010010:	saida=	5'b00101;
			7'b0010011:	saida=	5'b01101;
			7'b0010100:	saida=	5'b00101;
			7'b0010101:	saida=	5'b00100;
			7'b0010110:	saida=	5'b00110;
			7'b0010111:	saida=	5'b01110;
			7'b0011000:	saida=	5'b00110;
			7'b0011001:	saida=	5'b00101;
			7'b0011010:	saida=	5'b00111;
			7'b0011011:	saida=	5'b01111;
			7'b0011100:	saida=	5'b00111;
			7'b0011101:	saida=	5'b00110;
			7'b0011110:	saida=	5'b01000;
			7'b0011111:	saida=	5'b10000;
			7'b0100000:	saida=	5'b01000;
			7'b0100001:	saida=	5'b00111;
			7'b0100010:	saida=	5'b00000;
			7'b0100011:	saida=	5'b10001;
			7'b0100100:	saida=	5'b00000;
			7'b0100101:	saida=	5'b00000;
			7'b0100110:	saida=	5'b00000;
			7'b0100111:	saida=	5'b01001;
			7'b0101000:	saida=	5'b00001;
			7'b0101001:	saida=	5'b00001;
			7'b0101010:	saida=	5'b00001;
			7'b0101011:	saida=	5'b01010;
			7'b0101100:	saida=	5'b00010;
			7'b0101101:	saida=	5'b00010;
			7'b0101110:	saida=	5'b00010;
			7'b0101111:	saida=	5'b01011;
			7'b0110000:	saida=	5'b00011;
			7'b0110001:	saida=	5'b00011;
			7'b0110010:	saida=	5'b00011;
			7'b0110011:	saida=	5'b01100;
			7'b0110100:	saida=	5'b00100;
			7'b0110101:	saida=	5'b00100;
			7'b0110110:	saida=	5'b00100;
			7'b0110111:	saida=	5'b01101;
			7'b0111000:	saida=	5'b00101;
			7'b0111001:	saida=	5'b00101;
			7'b0111010:	saida=	5'b00101;
			7'b0111011:	saida=	5'b01110;
			7'b0111100:	saida=	5'b00110;
			7'b0111101:	saida=	5'b00110;
			7'b0111110:	saida=	5'b00110;
			7'b0111111:	saida=	5'b01111;
			7'b1000000:	saida=	5'b00111;
			7'b1000001:	saida=	5'b00111;
			7'b1000010:	saida=	5'b00111;
			7'b1000011:	saida=	5'b10000;
			7'b1000100:	saida=	5'b01000;
			7'b1000101:	saida=	5'b01000;
			7'b1000110:	saida=	5'b01000;
			7'b1000111:	saida=	5'b10001;
			default: saida=5'b10001;
		endcase
	end
endmodule
module interpretador(entrada,saida);
	input[4:0]entrada;
	output reg[3:0]saida;
	always@(*)
	begin
		case(entrada)
			5'b00000: saida=4'b1001;
			5'b00001: saida=4'b0000;
			5'b00010: saida=4'b1000;
			5'b00011: saida=4'b0011;
			5'b00100: saida=4'b0111;
			5'b00101: saida=4'b0100;
			5'b00110: saida=4'b0100;
			5'b00111: saida=4'b0011;
			5'b01000: saida=4'b0101;
			5'b01001: saida=4'b1111;
			5'b01010: saida=4'b1111;
			5'b01011: saida=4'b1111;
			5'b01100: saida=4'b1111;
			5'b01101: saida=4'b1111;
			5'b01110: saida=4'b1111;
			5'b01111: saida=4'b1111;
			5'b10000: saida=4'b1111;
			5'b10001: saida=4'b1111;
			default: saida=4'b1111;
		endcase
	end
endmodule
module temporizador(clock, saida);
input clock;
output saida;
reg [25:0] conta;
 always@(posedge clock) begin
     conta <= conta + 1;
 end
 assign saida = conta[25];
endmodule
```

## design/flow/config.mk

```make
export PLATFORM = sky130hd
export DESIGN_NAME = estado
export DESIGN_NICKNAME = estado
export VERILOG_FILES = /design/flow/design.v
export SDC_FILE = /design/flow/constraint.sdc
export NUM_CORES = 4
export LEC_CHECK = 1
export CORE_AREA = 10 10 112 112
export DIE_AREA = 0 0 122 122
```

## design/flow/run.sh

```bash
#!/bin/bash
# OpenROAD 26Q1-2900-gdf79404cd8, Yosys 0.63+post, stock flow scripts
make -C /OpenROAD-flow-scripts/flow DESIGN_CONFIG=/design/flow/config.mk WORK_HOME=/design/flow/orfs finish
```

## design/flow/constraint.sdc

```tcl
current_design estado

set clk_period 4.8
set clk_io_pct 0.2

create_clock -name clk0 -period $clk_period [get_ports {clk50mhz}]

set non_clock_inputs [all_inputs -no_clocks]
set_input_delay [expr $clk_period * $clk_io_pct] -clock clk0 $non_clock_inputs
set_output_delay [expr $clk_period * $clk_io_pct] -clock clk0 [all_outputs]
```

==> flow.log <==
[report] extracting results
[metrics] number of antenna violations at the first check in global routing: 0
[metrics] slowest stage cell on the critical path: sky130_fd_sc_hd__or4_4
[metrics] static power due to leakage: 0.948 nW
[metrics] vias after detailed routing: 1658
[metrics] Residual DRC: 0
[metrics] pin count of the biggest net entering global routing: 21
[metrics] and+or+nand+nor area frac: 24.5%
[metrics] Inst Count DP: 378
[metrics] part of the cycle the worst path needs: 98.9%
[metrics] Total Die Area: 14900 sq um
[metrics] synth unique cells: 51
[metrics] Worst Max-Slew Pin Slew: 0.660 ns
[metrics] startpoint of the most critical hold path: T1.conta[0]
[metrics] maximum fanout count along the critical path: 6
[metrics] setup repair after global routing missed its margin: true
[metrics] Routed WL: 3790 microns
[metrics] count of inserted antenna diode cells: 0
[metrics] cell repeated most along the worst path: sky130_fd_sc_hd__buf_4
[metrics] clk latency of the worst-skew pair: 0.26 ns
[metrics] DRC marker count from the first detailed-route iteration: 160
[metrics] number of unconstrained endpoints: 5
[metrics] slowest cell delay on critical path: 0.50 ns
[metrics] xor/xnor cell area share of the yosys netlist: 11.1%
[metrics] cell area after synthesis: 1900 sq um
[metrics] yosys aoi share: 16.9%
[metrics] first element of the critical path: up
[metrics] adder share: 5.92%
[metrics] area fraction in mux cells: 3.23%
[metrics] proportion of power drawn by combinational gates: 17.9%
[metrics] count of unclocked register or latch pins: 5
[metrics] maximum root-to-sink buffer count: 2
[metrics] Synth logic family: simple AND/OR/NAND/NOR gates
[metrics] Detailed Routing Iterations Pass 1: 4
[metrics] core footprint: 10200 sq um
[metrics] maximum operating frequency: 211 MHz
[metrics] clock-pin slew on the worst setup and hold paths: 0.08 ns
[metrics] worst endpoint data arrival time: 3.79 ns
[metrics] final setup violating endpoints: 0
[metrics] total gr overflow: 0
[metrics] H-tree levels: 1
[metrics] count of maximum capacitance violations: 0
[metrics] GRT Overall Usage: 5.01%
[metrics] summed standard-cell area reported by yosys: 1900 sq um
[metrics] clock share of power: 28.9%
[metrics] cell types with the largest area share after synthesis: sky130_fd_sc_hd__dfxtp_1 33%, sky130_fd_sc_hd__xnor2_1 8.3%, sky130_fd_sc_hd__ha_1 5.9%
[metrics] total power after layout: 0.405 mW
[metrics] critical path cell sequence: buf_4 -> buf_6 -> buf_4 -> and4_1 -> or4_4 -> o22ai_4 -> or2_4 -> o21ai_1 -> o211ai_1 -> inv_1 -> buf_4 -> buf_4 -> ha_2 -> mux2i_1 -> a21oi_1 -> dlygate4sd2_1
[metrics] run status: complete, no violations
[metrics] number of cells on the worst reg-to-reg path: 7
[metrics] Async SR Flop Fraction: 0%
[metrics] critical register-to-register path endpoint: T1.conta[22]
[metrics] mean number of vias per cell: 4.22
[metrics] worst endpoint required time: 3.84 ns
[metrics] Hold Crit Depth: 1
[metrics] Switching Power: 0.0920 mW
[metrics] Final Max Tran Viols: 0
[metrics] top-level I/O count: 11
[metrics] most frequently used flop master after synthesis: sky130_fd_sc_hd__dfxtp_1
[metrics] wire length of the first global-routing pass: 6560 microns
[metrics] residual antenna-violating net count after detailed routing: 0
[metrics] final design utilization: 24.4%
[metrics] Worst path top cell family by delay: buffers and inverters
[metrics] synthesis-to-finish area growth: 31.5%
[metrics] worst vdd ir: 214 uV
[metrics] relative contribution of sequential cells to total power: 53.2%
[metrics] worst hold margin: 0.444 ns
[metrics] number of hold violations in the final report: 0
[metrics] wire per inst: 9.65 microns
[metrics] count of flip-flops with a built-in enable after synthesis: 0
[metrics] Max-Slew Margin vs Limit: 55.9%
[metrics] number of cells produced by synthesis: 220
[metrics] yosys cell count: 220
[metrics] number of buffer and inverter stages on the critical path: 7
[metrics] dominant cell by count in the synthesized netlist: sky130_fd_sc_hd__dfxtp_1
[metrics] vias in the first global route: 1475
[metrics] placer congestion estimate: 0.836
[metrics] half-perimeter wire length of the detailed placement result: 2700 microns
[metrics] die outline width: 122 microns
[metrics] switching portion of total power: 22.7%
[metrics] Clock Tree Root: sky130_fd_sc_hd__clkbuf_8
[metrics] Final Non-Filler Cells: 393
[metrics] Yosys warning count: 5
[metrics] ranking of synthesized cells by instance count: 31 x sky130_fd_sc_hd__dfxtp_1, 18 x sky130_fd_sc_hd__xnor2_1, 16 x sky130_fd_sc_hd__nand2_1, 16 x sky130_fd_sc_hd__nor2_1, 15 x sky130_fd_sc_hd__nand3_1
[metrics] number of CTS-inserted buffers: 3
[metrics] mean instance size in the synthesized netlist: 8.64 sq um
[metrics] proportion of synthesized chip area in sequential cells: 32.7%
[metrics] worst setup path class: in2out
[metrics] number of cell rows: 37
[metrics] final critical path time including I/O delays and setup: 4.75 ns
[metrics] initial core utilization: 18.6%
[metrics] worst min-delay path class: reg2reg
[metrics] hold path endpoint: T1.conta[0]
[metrics] clk_skew: 0.00402 ns
[metrics] critical path launch point type: primary input
[metrics] Buffers on Ports: 10
[metrics] Internal Power: 0.313 mW
[metrics] clock tree from TritonCTS: yes
[metrics] proportion of netlist area held by the largest area contributor: 32.7%
[metrics] worst reg2reg path startpoint: T1.conta[0]
[metrics] fraction of layout instances using a drive strength above 1: 29.2%
[metrics] capturing element type of the critical path: output port
[metrics] minimum setup slack among reg-to-reg paths: 2.95 ns
[metrics] power density of the placed cells: 162 nW/um^2
[metrics] height of the die: 122 microns
[metrics] Tool Warnings: 32
[metrics] synthesized flop and latch total: 31
[metrics] biggest area consumer among synthesized cells: sky130_fd_sc_hd__dfxtp_1
[metrics] hold buffer count at cts: 0
kinds of logic after synthesis:
family / Yosys count
and+or+nand+nor: 84
AOI/OAI and AO/OA: 45
DFF: 31
xor gates and xnor gates: 24
buffers and inverters: 21
adders and majority gates: 9
muxes: 6
routing by layer:
metal | vias up | wire, microns | share of wire, % | global-route usage [%]
li1 | 854 | - | - | -
met1 | 769 | 1980 | 52 | 7.45
met2 | 33 | 1650 | 44 | 7.94
met3 | 2 | 154 | 4.1 | 0.751
met4 | 0 | 8 | 0.21 | 0.149
met5 | - | 0 | 0 | 0
sequential cells by signal, summed over array words and instances, names as in the netlist:
signal and cells:
entrada 5, T1.conta 26
stage by stage:
| step | setup slack, ns | setup TNS (ns) | instance area (sq um) |
|---|---|---|---|
| 3_5_place_dp | -0.586 | -3.57 | 2270 |
| 6_report | 0.0515 | 0 | 2500 |
| 5_1_grt | -0.127 | -0.127 | 2500 |
| 3_3_place_gp | -0.561 | -3.46 | 2270 |
| 4_1_cts | 0.00124 | 0 | 2450 |
| 2_1_floorplan | 0.533 | 0 | 1900 |
power by group through the flow:
stage	Clock, mW	Sequential, mW	Combinational [mW]
4_1_cts	0.121	0.216	0.0691
5_1_grt	0.130	0.216	0.0794
6_report	0.117	0.216	0.0725
cell usage in the layout (no fill, tap or decap), types with 4 or more instances in the layout:
cell / synthesis / routed
sky130_fd_sc_hd__a21oi_1: 9 / 9
sky130_fd_sc_hd__a31oi_1: 4 / 4
sky130_fd_sc_hd__and3_1: 5 / 5
sky130_fd_sc_hd__buf_4: 0 / 33
sky130_fd_sc_hd__dfxtp_1: 31 / 31
sky130_fd_sc_hd__ha_1: 9 / 4
sky130_fd_sc_hd__ha_2: 0 / 4
sky130_fd_sc_hd__inv_1: 10 / 9
sky130_fd_sc_hd__mux2i_1: 5 / 5
sky130_fd_sc_hd__nand2_1: 16 / 16
sky130_fd_sc_hd__nand3_1: 15 / 15
sky130_fd_sc_hd__nor2_1: 16 / 15
sky130_fd_sc_hd__nor2b_1: 7 / 6
sky130_fd_sc_hd__o21ai_0: 8 / 4
sky130_fd_sc_hd__o21ai_1: 1 / 4
sky130_fd_sc_hd__xnor2_1: 18 / 18
sky130_fd_sc_hd__xor2_1: 6 / 6
what timing repair did:
action                     in CTS  in global routing
pin swaps                      13                 10
resized                        38                 16
buffers inserted                8                  4
setup endpoints to repair       7                  6
worst max-delay path by stage:
| stage | cells after the start | endpoint |
|---|---|---|
| after CTS | 17 | sDisplay[6] |
| after global routing | 17 | sDisplay[3] |
| final | 16 | sDisplay[3] |
layout make-up:
type	instances	area [sq um]
fill	1067	7730
timing repair buffer	45	350
sequential	31	621
clock buffer	3	41.3
tap	136	170
inverter	10	37.5
multi-input combinational	168	1280
No activity file was given, so power comes from the tool's default toggle rates.
